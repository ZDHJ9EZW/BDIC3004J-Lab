<file path="flow/config.mk">
export PLATFORM = sky130hd
export DESIGN_NAME = Lab2
export DESIGN_NICKNAME = Lab2
export VERILOG_FILES = /design/flow/design.v
export SDC_FILE = /design/flow/constraint.sdc
export NUM_CORES = 4
export LEC_CHECK = 1
export CORE_AREA = 10 10 79 79
export DIE_AREA = 0 0 89 89
</file>
<file path="flow/constraint.sdc">
current_design Lab2

set clk_period 5.8
set clk_io_pct 0.2

create_clock -name clk0 -period $clk_period [get_ports {clk}]

set non_clock_inputs [all_inputs -no_clocks]
set_input_delay [expr $clk_period * $clk_io_pct] -clock clk0 $non_clock_inputs
set_output_delay [expr $clk_period * $clk_io_pct] -clock clk0 [all_outputs]
</file>
<file path="flow/design.v">
module ALU (output reg [4:0] ALU_out, input [3:0] Data_A, Data_B, input [2:0] Opcode);
	parameter	Add		= 3'b000,	 
					Subtract	= 3'b001,	 
					Or_AB		= 3'b010,	 
					And_AB	= 3'b011,	 
					Not_A		= 3'b100,	 
					Exor		= 3'b101,	 
					Exnor		= 3'b110,	 
					Ror_A		= 3'b111;	 
	always@(*)
	case(Opcode)
		Add:			ALU_out =  Data_A + Data_B;
		Subtract:	ALU_out =  Data_A - Data_B;
		Or_AB:		ALU_out =  Data_A | Data_B;
		And_AB:		ALU_out =  Data_A & Data_B;
		Not_A:		ALU_out =  ~ Data_A;
		Exor:			ALU_out =  Data_A ^ Data_B;
		Exnor:		ALU_out =  Data_A ~^ Data_B;
		Ror_A:		ALU_out <= {Data_A[0],Data_A[3:1]};
	endcase
endmodule
module Lab2 (
	output [4:0] ALU_out,
	output Led_idle, Led_wait, Led_rdy,
	input [3:0] Data,
	input [2:0] Opcode,
	input Go,
	input clk,reset
);
	wire [3:0] Reg_out;
	ALU				M1 (ALU_out, Data, Reg_out, Opcode);
	Register			M2 (Reg_out, Data, Load, clk, reset);
	Toggle_Button	M3 (Load, Led_idle, Led_wait, Led_rdy, Go, clk, reset);
endmodule
module Register (output reg [3:0] Reg_out, input [3:0] Data, input Load, clk, reset);
	always @(posedge clk) begin
		if(reset) Reg_out = 4'b0;
		else begin
			if(Load) Reg_out <= Data ;
		end
	end
endmodule
module Toggle_Button (output reg Load, Led_idle, Led_wait, Led_rdy, input Go, clk, reset);
	reg [1:0] state = 0;
	always @(posedge clk) begin
		if(reset) state = 0;
		else begin
			if(Go && state == 0) state = 2'b1;
			else if(state == 1) state = 2'b10;
			else if(!Go && state == 2'b10) state = 2'b11; 
			else if (Go && state == 2'b11) begin
				state = 2'b1;
				Led_rdy = 0;
			end
		end
		case(state)
			2'b0:				begin
									Led_idle = 1;
									Led_wait = 0;
									Led_rdy = 0;
									Load = 0;
								end
			2'b1: 			begin
									Led_idle = 0;
									Load = 1;
								end
			2'b10:			begin
									Load = 0;
									Led_wait = 1;
								end
			2'b11:			begin
									Led_wait = 0;
									Led_rdy = 1;
								end
		endcase
	end
endmodule
</file>
<file path="flow/run.sh">
#!/bin/bash
# OpenROAD 26Q1-2900-gdf79404cd8, Yosys 0.63+post, stock flow scripts
make -C /OpenROAD-flow-scripts/flow DESIGN_CONFIG=/design/flow/config.mk WORK_HOME=/design/flow/orfs finish
</file>
==> impl_metrics.ini <==
; physical design summary
[status]
outcome = finished, final reports clean

[logic_synthesis]
top_cells_by_count = ha_1 (16), inv_1 (16), nor2_1 (13)
ys_cells = 123
ys_seq_share_pct = 23.2
yosysWarnings = 4
synth_cell_type_count = 38
postSynth.asyncResetShare_pct = 0
yosysTopAreaCell = ha_1
edf_count = 4
synth_flops = 10
avgSynthCellArea_um2 = 8.41
netlist_area_um2 = 1030
synth_top_area_share_pct = 19.3
ff_type = dfxtp_1
ys_area_um2 = 1030
syn_inst = 123
area_leaders = ha_1 (19%), dfxtp_1 (12%), edfxtp_1 (12%)

[clocking]
hold_buffers = 0
clock_tree.root_cell = clkbuf_8
cts-resized-gates = 0
clkSinkCount = 10
cts_inserted_buffers = 3
htree_num_levels = 1
cts_tree = done
clock_path_buffers = 2
path_clk_slew_ns = 0.04
post_cts_buffers = 0
worstSkewPairLatency_ns = 0.23

[sta]
finalSetupViolations = 0
tightest_slew_ns = 0.286
layout_min_cycle_time_ns = 4.95
slew_violations = 0
timing.setup.tns_ns = 0
relSlewSlack_pct = 80.8
final-hold-violation-count = 0
timing.fmax_ghz = 0.202
whs_ns = 0.525
timing.final.crit_share_pct = 85.4
rsz0062_at_grt = no
skew_ns = 0.00791

[pwr]
p_switching_mw = 0.0903
ir_drop_mv = 0.144
power.density_nw_per_um2 = 225
p_clk_share_pct = 24.7
p_leak_nw = 0.557
p_int_mw = 0.202
total_power_mw = 0.292
combPwrFrac_pct = 42.7
seq_power_share_pct = 32.6
p_sw_share_pct = 30.9

[placed_design]
place.detailed.hpwl_um = 1800
io_buffer_count = 17
routabilityCongestion = 0.846

[layout]
layout-drive-gt1-share_pct = 7.86
fillers = 483
area_growth_pct = 25.5

[routing]
vias = 825
wirelength_um = 2240
drtIter0Drc = 59
via_per_inst = 4.25
drtPass1Iterations = 4
wl_per_cell_um = 11.6
route.detailed.drc = 0
n_antenna_cell = 0
ant_nets = 0

[floorplanning]
coreArea_um2 = 4660
chipHeight_um = 89
die_area_um2 = 7920
placementRows = 25
io_pins = 18
die_w_um = 89
fp_util_pct = 22.2

[worst_setup_path]
worstPathRequired_ns = 4.64
path_class = in2out
r2r_end = M3.Led_rdy
reg2reg_from = M3.state[0]
cp-start-kind = input port
crit_path_end_kind = output pin
worstPathMaxFanout = 12
cp.arrival_ns = 3.79
r2r_slack_ns = 4.11
reg2reg_depth = 7

[grt]
grt_max_degree = 17
antenna_found_initial = 0
grt-ovfl-total = 0
grt_pass1_vias = 821
grt_pass1_wl_um = 3740
track_usage_pct = 5.82

[flow_run]
warning_count = 32
cap_violations = 0

[worst_hold_path]
min_from = M2.Reg_out[3]
worstHoldPathType = reg2reg
hold_end = M2.Reg_out[3]
whs_path_depth = 2
==> logic make-up (layout without fill, tap and decap cells) <==
family / Yosys count / count (layout) / share of synthesized area (%)
xor gates and xnor gates: 5 / 5 / 4.23
adders and majority gates: 17 / 17 / 21.3
DFF: 10 / 10 / 23.2
buffers and inverters: 25 / 42 / 10.5
AOI/OAI and AO/OA: 26 / 26 / 17.3
muxes: 8 / 8 / 7.86
and+or+nand+nor: 32 / 32 / 15.6
==> critical path, cell delays in order <==
cell             delay (ns)
clkdlybuf4s50_1        0.40
buf_4                  0.18
nor2_2                 0.16
nand2_1                0.14
o21ai_1                0.26
inv_2                  0.05
ha_1                   0.27
a21o_1                 0.19
a21oi_1                0.17
xor2_1                 0.11
o31ai_1                0.20
clkdlybuf4s50_1        0.50
==> layout by cell type, fill, tap and decap left out, types with 4 or more instances in the layout <==
cell / Yosys / routed
nor2b_1: 4 / 4
nor2_1: 13 / 13
a21oi_1: 9 / 9
edfxtp_1: 4 / 4
inv_1: 16 / 16
mux2i_1: 7 / 7
dfxtp_1: 6 / 6
ha_1: 16 / 16
clkdlybuf4s50_1: 0 / 17
==> registers in the layout, indices dropped and copies added (netlist names) <==
| name | count |
|---|---|
| M2.Reg_out | 4 |
| M3.Led_idle | 1 |
| M3.Led_rdy | 1 |
| M3.Led_wait | 1 |
| M3.Load | 1 |
| M3.state | 2 |
==> power groups by stage <==
stage	registers (mW)	logic (mW)	clock network [mW]
after CTS	0.0954	0.127	0.0766
after global routing	0.0970	0.144	0.0788
final	0.0954	0.125	0.0723
==> per-stage QoR <==
| step | worst slack [ns] | cell area [um2] | cells | util (%) |
|---|---|---|---|---|
| floorplan | 1.95 | 1030 | 123 | - |
| global placement | 0.902 | 1250 | 190 | 26.9 |
| detailed placement | 0.864 | 1250 | 190 | 26.9 |
| CTS | 0.841 | 1300 | 194 | 27.9 |
| global route | 0.585 | 1300 | 194 | 27.9 |
| finish | 0.850 | 1300 | 194 | 27.9 |
==> per-layer routing <==
metal	vias to the layer above	wire [um]	GRT usage, %
li1	448	-	-
met1	361	1160	8.10
met2	14	935	9.04
met3	2	135	1.56
met4	0	14	0.867
met5	-	0	0
==> cell type report <==
| cell class | instances | area [um2] | area share, % |
|---|---|---|---|
| clock buffers | 4 | 45.0 | 3.47 |
| inverters | 18 | 67.6 | 5.20 |
| multi-input cells | 88 | 686 | 52.8 |
| flip-flops and latches | 10 | 240 | 18.5 |
| well taps | 54 | 67.6 | 5.20 |
| repair buffers | 20 | 193 | 14.8 |
==> how the worst max path moves through the flow <==
stage                      from          to  slack, ns  depth (start not counted)
after global routing  Opcode[2]  ALU_out[3]       0.58                         12
after CTS             Opcode[2]  ALU_out[3]       0.84                         12
final                 Opcode[2]  ALU_out[3]       0.85                         12
Power is estimated from default activity; no workload was simulated.
