--- ./run.sh ---
#!/bin/bash
# OpenROAD 26Q1-2900-gdf79404cd8, Yosys 0.63+post, stock flow scripts
make -C /OpenROAD-flow-scripts/flow DESIGN_CONFIG=/design/flow/config.mk WORK_HOME=/design/flow/orfs finish
--- ./config.mk ---
export PLATFORM = sky130hd
export DESIGN_NAME = A
export DESIGN_NICKNAME = A
export VERILOG_FILES = /design/flow/design.v
export SDC_FILE = /design/flow/constraint.sdc
export NUM_CORES = 4
export LEC_CHECK = 1
export CORE_AREA = 10 10 78 78
export DIE_AREA = 0 0 88 88
--- ./constraint.sdc ---
current_design A

set clk_period 8.2
set clk_io_pct 0.2

create_clock -name clk0 -period $clk_period

set non_clock_inputs [all_inputs -no_clocks]
set_input_delay [expr $clk_period * $clk_io_pct] -clock clk0 $non_clock_inputs
set_output_delay [expr $clk_period * $clk_io_pct] -clock clk0 [all_outputs]
--- ./design.v ---
module A(output [7:0] ALU_out, input [7:0] Data_A, Data_B, input [2:0] Opcode);
	Lab1 M1 (ALU_out, Data_A, Data_B, Opcode);
endmodule
module Lab1(output reg [7:0] ALU_out, input [7:0] Data_A, Data_B, input [2:0] Opcode);
	parameter	Add		= 3'b000,	 
					Subtract	= 3'b001,	 
					Or_AB		= 3'b010,	 
					And_AB	= 3'b011,	 
					Not_A		= 3'b100,	 
					Exor		= 3'b101,	 
					Exnor		= 3'b110,	 
					Ror_A		= 3'b111;	 
	always@(*)
	case(Opcode)
		Add:			ALU_out =  Data_A + Data_B;
		Subtract:	ALU_out =  Data_A - Data_B;
		Or_AB:		ALU_out =  Data_A | Data_B;
		And_AB:		ALU_out =  Data_A & Data_B;
		Not_A:		ALU_out =  ~ Data_A;
		Exor:			ALU_out =  Data_A ^ Data_B;
		Exnor:		ALU_out =  Data_A ~^ Data_B;
		Ror_A:		ALU_out <= {Data_A[0],Data_A[7:1]};
	endcase
endmodule
==> results.toml <==
# physical design summary
[floorplanning]
dieArea_um2 = 7740
initCoreUtil_pct = 27.9
die_h_um = 88
coreArea_um2 = 4410
row_count = 24
die_x_um = 88
ioPinCount = 27

[setup_path]
timing.critical_path.arrival_ns = 4.86
crit_fanout = 21
critPathCaptureType = "primary output"
cp-start-kind = "primary input"
critical_path_class = "primary input to primary output"
critPathRequiredTime_ns = 6.56

[run]
warning_count = 41
cap_violations = 0

[cells_and_area]
drive_gt1_share_pct = 5.38
finalCoreUtilization_pct = 34.1
register_area_um2 = 0
area_growth_pct = 22.0
flop-count = 0
nClkBuffers = 0

[timing]
worst_slack_ns = 1.70
tightest_slew_ns = 0.782
hold_viol_final = 0
slew_headroom_pct = 47.7
post-route-min-period_ns = 6.50
rsz0062_at_grt = "no"
finalClockPeriodUsage_pct = 79.3
finalSetupViolCount = 0
timing.fmax_ghz = 0.154
holdWs_ns = 4.47
tns_ns = 0
slew_violations = 0

[placement]
io_buffers = 27
post-place-ws_ns = 1.68
dp_hpwl_um = 2600
gp_congestion = 0.866

[grt]
grt_pass1_wl_um = 5660
grt.overflow.total = 0
antenna_found_initial = 0
grt_usage_pct = 8.56
grt_start_max_net_pins = 35
grt_pass1_vias = 1212

[drt]
drc_errors = 0
vias_per_cell = 5.11
finalWirelength_um = 3240
drt-pass1-iter-count = 4
routedWlPerCell_um = 13.6
drt_iter0_markers = 98
vias = 1216
n_antenna_cell = 0
detail-route-antenna-nets = 0

[synth]
yosysMostFrequentCell = "ha_1"
yosys_warnings = 1
yosys.cell_types.count = 39
syn_area_per_cell_um2 = 7.34
yosysSeqAreaShare_pct = 0
top_cells_by_count = "24 x ha_1, 22 x inv_1, 17 x a21oi_1"
ys_area_um2 = 1230
top_cells_by_area = "ha_1 24%, a21oi_1 6.9%, inv_1 6.7%"
top_area_cell = "ha_1"
yosysCellCount = 168
syn_area_um2 = 1230
synth_cells = 168
yosysTopAreaCellShare_pct = 24.3

[clock_tree]
cts_setup_buffers = 0
post_cts_resize_count = 0
hold_buffers = 0

[pwr]
vdd_drop_max_mv = 0.0254
p_per_area_nw_per_um2 = 65.7
p_leak_nw = 0.668

[worst_hold_path]
min_to = "ALU_out[0]"
hp-start = "Data_A[0]"
hp-class = "primary input to primary output"
min_delay_path_depth = 4

[outcome]
status = "complete, no violations"
-- worst max-delay path, stage by stage --
cell and delay, ns:
clkdlybuf4s50_1 0.90, nor3b_4 0.46, mux2i_1 0.18, fa_1 0.46, a21o_1 0.18, a21o_1 0.19
a21oi_1 0.19, mux2i_1 0.19, nand2_1 0.06, clkdlybuf4s50_1 0.41
-- cell usage in the layout, fill, tap and decap left out, types with 3 or more instances in the layout --
cell type | netlist | routed
nor4b_1 | 3 | 3
clkdlybuf4s50_1 | 0 | 27
a31oi_1 | 4 | 4
nand2_1 | 11 | 11
inv_1 | 22 | 22
o21ai_0 | 12 | 12
a211oi_1 | 3 | 3
a21oi_1 | 17 | 17
nand3_1 | 4 | 4
mux2i_1 | 6 | 6
nor2_1 | 10 | 10
ha_1 | 24 | 24
xnor2_1 | 9 | 9
-- worst max path at each step --
| stage | end | from | cells past startpoint |
|---|---|---|---|
| after CTS | ALU_out[6] | Opcode[0] | 10 |
| after global routing | ALU_out[6] | Opcode[0] | 10 |
| final | ALU_out[6] | Opcode[0] | 10 |
-- cell families (layout without fill, tap and decap cells) --
logic type               Yosys count  in the layout  synth area share, %
multiplexers                       9              9                 8.52
AND/OR/NAND/NOR                   40             40                 18.5
buffers and inverters             32             50                 12.5
adder cells (fa/ha/maj)           25             25                 26.0
XOR/XNOR                          11             11                 7.81
AND-OR/OR-AND                     51             51                 26.8
-- through the flow --
| step | std cells | instance area (µm²) | power (mW) |
|---|---|---|---|
| after floorplan | 168 | 1230 | 0.0632 |
| after global placement | 238 | 1510 | 0.100 |
| after detailed placement | 238 | 1510 | 0.0997 |
| after CTS | 238 | 1510 | 0.100 |
| after global routing | 238 | 1510 | 0.113 |
| final | 238 | 1510 | 0.0989 |
-- layout make-up --
cell class	count	area, µm²
Inverter	22	82.6
Fill cell	478	2910
Tap cell	52	65.1
Timing Repair Buffer	28	278
Multi-Input combinational cell	136	1080
-- power breakdown --
group | switching [mW] | internal (mW) | total (mW)
combinational | 0.0478 | 0.0512 | 0.0989
sequential | 0 | 0 | 0
clock | 0 | 0 | 0
total | 0.0478 | 0.0512 | 0.0989
-- routing by layer --
metal,GRT usage [%],part of all wire [%]
met1,12.6,50
met5,0,0
met2,14.0,45
met4,0,0
met3,0.842,4.6
Power and IR drop assume default switching activity.
